$ cat design/flow/config.mk
export PLATFORM = sky130hd
export DESIGN_NAME = control_unit
export DESIGN_NICKNAME = control_unit
export VERILOG_FILES = /design/flow/design.v
export SDC_FILE = /design/flow/constraint.sdc
export NUM_CORES = 4
export LEC_CHECK = 1
export CORE_AREA = 10 10 70 70
export DIE_AREA = 0 0 80 80
$ cat design/flow/constraint.sdc
current_design control_unit

set clk_period 3.0
set clk_io_pct 0.2

create_clock -name clk0 -period $clk_period [get_ports {clk}]

set non_clock_inputs [all_inputs -no_clocks]
set_input_delay [expr $clk_period * $clk_io_pct] -clock clk0 $non_clock_inputs
set_output_delay [expr $clk_period * $clk_io_pct] -clock clk0 [all_outputs]
$ cat design/flow/design.v
module control_unit #(parameter N=5, Num_alu=4)(
 op_code
 ,INT_signal
 ,clk
 ,one_more_fetch
 ,alu_controls
 ,chosen_value
 ,store_load
 ,cs_ldm
 ,cs_push
,SP_change
,PC_select
,jump_type
,cs_jmp
,cs_call
,cs_in
,cs_out
,cs_mem_read
,cs_mem_write
,cs_reg_write
,special_int
,cs_reset
,cs_alu_op
,cs_mem_op
,shamt
,reset_pc
,push_flags
,Pc_high_pop
,cs_ret
,fetch_NOP
,decode_reset
,execute_reset
,decode_NOP
,cs_rti
,INT_counter
,write_cs_rti
,cs_pop
,cs_ldd);
input [N-1:0] op_code;
input INT_signal,clk,one_more_fetch;
output reg[Num_alu-1:0] alu_controls;
output reg[1:0] chosen_value, PC_select, jump_type; 
output reg[2:0] INT_counter;
output reg store_load,cs_ldm,cs_push,SP_change,cs_jmp,cs_call,cs_in,cs_out,
cs_mem_read,cs_mem_write,cs_reg_write,special_int,cs_reset,cs_alu_op,cs_mem_op,
shamt,reset_pc,push_flags,Pc_high_pop,cs_ret,fetch_NOP,decode_reset,execute_reset
,decode_NOP,cs_rti,write_cs_rti,cs_pop,cs_ldd; 
always @(*)
begin
	alu_controls = 0;
	  chosen_value= 0;
	  store_load= 0;
	  cs_ldm = 0;
	  cs_push  = 0;
	 SP_change = 0;
	 PC_select = 0;
	 jump_type = 0;
	 cs_jmp = 0;
	 cs_call = 0;
	 cs_in = 0;
	 cs_out = 0;
	 cs_mem_read = 0;
	 cs_mem_write = 0;
	 cs_reg_write = 0;
	 special_int = 0;
	 cs_reset = 0;
	 cs_alu_op = 0;
	 cs_mem_op = 0;
	 shamt = 0;
	 reset_pc = 0;
	 push_flags = 0;
	 Pc_high_pop = 0;
	 cs_ret = 0;
	 fetch_NOP = 0;
	 decode_reset = 0;
	 execute_reset = 0;
	 decode_NOP = 0;
	 cs_rti = 0;
	 write_cs_rti = 0;
	 cs_pop = 0;
	 cs_ldd = 0; 
	if(op_code == 5'b0_0000)
	begin			
	end
	else if(op_code == 5'b0_0001)
	begin
		cs_alu_op=1'b1;
		alu_controls = 4'b0001;
	end
	else if(op_code == 5'b0_0010)
	begin 
		cs_alu_op=1'b1;
		alu_controls = 4'b0010;
	end
	else if(op_code == 5'b0_0011)
	begin
		alu_controls = 4'b0100;
		cs_alu_op = 1'b1;
		cs_reg_write =1'b1;
	end	
	else if(op_code == 5'b0_0100)
	begin
		alu_controls=4'b0101;
		 cs_alu_op=1'b1;
		 cs_reg_write =1'b1;	
	end
	else if(op_code == 5'b0_0101)
	begin
		alu_controls=4'b0110;
		 cs_alu_op=1'b1;
		 cs_reg_write =1'b1;	
	end
	else if(op_code == 5'b0_0110)
	begin
		alu_controls=4'b1111;
		 cs_out = 1'b1;
	end
	else if(op_code == 5'b0_0111)
	begin
		alu_controls=4'b1110;
		 cs_reg_write =1'b1;
		cs_in =1'b1; 
	end
	else if(op_code == 5'b0_1000)
	begin
		alu_controls=4'b0111;
		 cs_reg_write =1'b1;	
	end
	else if(op_code == 5'b0_1001)
	begin
		 alu_controls=4'b1000;
		 cs_alu_op=1'b1;
		 cs_reg_write =1'b1;		 
	end
	else if(op_code == 5'b0_1010)
	begin
		alu_controls=4'b1001;
		 cs_alu_op=1'b1;
		 cs_reg_write =1'b1;	
	end
	else if(op_code == 5'b0_1011)
	begin
		alu_controls=4'b1010;
		 cs_alu_op=1'b1;
		 cs_reg_write =1'b1;	
	end
	else if(op_code == 5'b0_1100)
	begin
		alu_controls=4'b1011;
		 cs_alu_op=1'b1;
		 cs_reg_write =1'b1;	
	end
	else if(op_code == 5'b0_1101)
	begin
		alu_controls=4'b1100;
		 cs_alu_op=1'b1;
		 cs_reg_write =1'b1;
		shamt=1'b1;	 
	end
	else if(op_code == 5'b0_1110)
	begin
		alu_controls=4'b1101;
		 cs_alu_op=1'b1;
		 cs_reg_write =1'b1;
		shamt =1'b1;
	end
	else if(op_code == 5'b1_0000)
	begin
		cs_push = 1'b1;
		cs_mem_op = 1'b1;
		cs_mem_write = 1'b1;
		SP_change = 1'b1;
		chosen_value  =2'b00;
	end
	else if(op_code == 5'b1_0001)
	begin
		cs_pop = 1'b1;
		cs_mem_op = 1'b1;
		cs_mem_read = 1'b1;
		SP_change = 1'b1;
		cs_reg_write = 1'b1;
	end
	else if(op_code == 5'b1_0010)
	begin
		alu_controls=4'b1111;
		cs_reg_write = 1'b1;
		cs_ldm =1'b1;
		fetch_NOP=1'b1;
		cs_mem_op=1'b1;	 
	end
	else if(op_code == 5'b1_0011)
	begin
		alu_controls=4'b1110;  
		store_load  =1'b1;
		cs_mem_op  =1'b1;
		cs_mem_read  =1'b1;
		cs_reg_write  =1'b1;
		cs_ldd = 1'b1;
	end
	else if(op_code ==5'b1_0100 )
	begin
		alu_controls=4'b1110;  
		store_load  =1'b1;
		cs_mem_op  =1'b1;
		cs_mem_write  =1'b1;
		chosen_value  =2'b00;
	end
	else if(op_code == 5'b1_1000)
	begin
		jump_type = 2'b01;
		cs_jmp  = 1'b1;
	end
	else if(op_code == 5'b1_1001)
	begin
		jump_type = 2'b10 ;
		cs_jmp  = 1'b1;
	end
	else if(op_code == 5'b1_1010)
	begin
		jump_type = 2'b11 ;
		cs_jmp  = 1'b1;
	end
	else if(op_code == 5'b1_1011)
	begin
		jump_type = 2'b00 ;
		cs_jmp  = 1'b1;
	end
	else if(op_code == 5'b1_1100)
	begin
		cs_call = 1'b1;
		cs_push = 1'b1;
		cs_mem_op = 1'b1;
		cs_mem_write = 1'b1;
		SP_change = 1'b1;
		chosen_value  =2'b11;
		PC_select = 2'b10; 
	end
	else if(op_code == 5'b1_1101)
	begin
		cs_mem_op = 1'b1;
		cs_ret = 1'b1;
		SP_change = 1'b1;
		cs_mem_read = 1'b1;
		Pc_high_pop = 1'b1;
	end
	else if(op_code == 5'b1_1110)
	begin
		cs_rti = 1'b1;
		cs_mem_op = 1'b1;
		SP_change = 1'b1;
		cs_mem_read = 1'b1;
		Pc_high_pop = 1'b1;
	end
	else if(op_code == 5'b1_0110)
	begin
		cs_push = 1'b1;
		cs_mem_op = 1'b1;
		cs_mem_write = 1'b1;
		SP_change = 1'b1;
		chosen_value  =2'b10;
	end
	else if(op_code == 5'b1_0101)
	begin
		cs_push = 1'b1;
		cs_mem_op = 1'b1;
		cs_mem_write = 1'b1;
		SP_change = 1'b1;
		chosen_value  =2'b11;
	end
	else if(op_code == 5'b1_0111)
	begin
		cs_mem_op = 1'b1;
		SP_change = 1'b1;
		cs_mem_read = 1'b1;
		PC_select = 2'b01;
	end
	else if(op_code == 5'b1_1111)
	begin
		 reset_pc =1'b1;
		push_flags =1'b1;
		cs_push = 1'b1;
		cs_mem_op = 1'b1;
		cs_mem_write = 1'b1;
		SP_change = 1'b1;
		chosen_value  =2'b01;
	end
	else if(op_code == 5'b0_1111)
	begin
		cs_mem_op = 1'b1;
		cs_mem_read = 1'b1;
		SP_change = 1'b1;
		 write_cs_rti = 1'b1;
		cs_alu_op=1'b1;
	end
	if(INT_signal) 
	begin
 if(one_more_fetch)
		begin
			INT_counter =3'b100;
		end
		else
		begin
			INT_counter =3'b011;
		end
	end
end
always @(negedge clk) begin
	if(INT_counter != 3'b000)
	begin
		INT_counter = INT_counter-1;
	end
end
endmodule	
$ cat design/flow/run.sh
#!/bin/bash
# OpenROAD 26Q1-2900-gdf79404cd8, Yosys 0.63+post, stock flow scripts
make -C /OpenROAD-flow-scripts/flow DESIGN_CONFIG=/design/flow/config.mk WORK_HOME=/design/flow/orfs finish
==> flow_metrics.tcl <==
# metrics dict for downstream scripts
set metrics [dict create \
    wl_per_cell_um 13.0 \
    antenna_found_initial 0 \
    viasPerCell 4.56 \
    seqCellArea_um2 0 \
    irDropWorstVdd_uv 45.8 \
    dp_hpwl_mm 2.04 \
    wirelength_mm 2.62 \
    most-common-layout-cells "clkdlybuf4s50_1 (33), buf_4 (18), nor2_1 (12)" \
    ant_nets 0 \
    crit_family "buffers and inverters" \
    layout-drive-gt1-share 0.212 \
    holdPathStages 5 \
    slowest_delay_ps 520 \
    die_w_um 80 \
    logic_family "simple AND/OR/NAND/NOR gates" \
    logic_area_um2 581 \
    yosys.area.top_type "buf_4" \
    ys_sh_simple 0.405 \
    yosys.area_share.adder 0 \
    hold_violations 0 \
    drt_iter0_drc 42 \
    num-fill-cells 365 \
    topCellsByArea "buf_4 (15%), nor2_1 (7.0%), a21oi_1 (5.7%)" \
    ys_cells 112 \
    worstPathRequired_ps 2400 \
    grt_pass1_wl_mm 3.88 \
    synthXorXnorAreaFrac 0.0232 \
    die_y_um 80 \
    worstPathMaxFanout 13 \
    area_growth_pct 78.6 \
    first_global_vias 823 \
    period_used_share 0.969 \
    yosysSeqAreaShare 0 \
    grt.overflow.total 0 \
    rows 21 \
    min_period_ps 2910 \
    p_leak_nw 0.540 \
    coreArea_um2 3420 \
    io_pins 49 \
    top_area_frac 0.150 \
    synthesis.instances 112 \
    slew_violations 0 \
    routabilityCongestion 0.848 \
    fp_util 0.205 \
    start_kind "input pin" \
    outcome "completed" \
    vias 921 \
    ff_count 0 \
    cp.depth 6 \
    yosysWarnings 7 \
    path_cells "clkdlybuf4s50_1 > buf_4 > buf_4 > inv_2 > o311ai_1 > clkdlybuf4s50_1" \
    synth.avg_cell_area_um2 6.27 \
    whs_ps 1810 \
    tns_ps 0 \
    antenna_cells 0 \
    yosysUniqueCellTypes 42 \
    maxCapViolCount 0 \
    warnings 30 \
    rsz0062_at_grt "no" \
    end_kind "primary output" \
    worst-path-buf-inv 5 \
    path_class "input pin to primary output" \
    setup_viol 0 \
    fmax_mhz 344 \
    numPortBuffers 38 \
    power_density_nw_per_um2 121 \
    hold_buffers 0 \
    gr-usage-all-layers 0.0700 \
    dr.pass1.iters 4 \
    ys_area_um2 702 \
    ys_sh_aoi 0.292 \
    synth_area_um2 702 \
    n_clock_buffer 0 \
    grt_max_degree 24 \
    critPathArrivalTime_ps 2310 \
    crit_slowest_cell "clkdlybuf4s50_1" \
    hold_class "input pin to primary output" \
    dieArea_um2 6400 \
    drc 0 \
    layout_top_cell "clkdlybuf4s50_1" \
    mux_share 0.0285 \
]
[layer usage]
layer	track usage	wire, um
met3	0.0250	327
met1	0.102	1240
met2	0.0995	1040
met4	0.00528	15
met5	0	0
[final timing paths]
check | startpoint | to | slack, ps
min | op_code[3] | cs_mem_write | 1810
max | op_code[4] | cs_push | 90
[synth_stat cells]
master     n
and3_1     1
o32ai_1    1
a21oi_1    8
a21boi_1   1
nand3_1    2
buf_4     14
o22ai_1    3
and2_1     2
a22oi_1    1
nand2b_2   1
a21o_1     1
inv_1      2
a211oi_1   2
o21a_1     2
inv_2      1
nor3_1     8
mux2i_1    2
o2111a_1   1
xor2_2     1
or3_1      1
o21ba_1    1
o32a_1     1
a221oi_1   1
conb_1     2
buf_6      2
a22o_1     1
nor2_1    13
nand2_1    9
buf_2      6
nand2b_1   6
nor3b_1    2
and4b_1    1
o311ai_1   1
o21ai_1    1
and3b_1    1
or3b_1     1
nor4_1     1
nor2_2     1
nand4_1    2
nor2b_1    2
a32o_1     1
o22ai_2    1
[what timing repair did]
item | in CTS | in global routing
resized | 1 | 11
gates cloned | 0 | 1
buffers inserted | 0 | 0
setup endpoints to repair | 1 | 15
pin swaps | 0 | 1
[cell families after synthesis]
logic type | Yosys count
compound gates | 28
xor+xnor | 1
buf+inv | 25
mux | 2
other cells | 2
simple gates | 54
[stage by stage]
step | setup WS [ps] | utilization | instance area [um2] | total power (W) | std cells
6_report | 91.5 | 0.367 | 1250 | 0.000151 | 202
5_1_grt | 4.15 | 0.367 | 1250 | 0.000166 | 202
4_1_cts | 8.20 | 0.349 | 1190 | 0.000147 | 201
3_5_place_dp | 1.11 | 0.348 | 1190 | 0.000145 | 201
3_3_place_gp | 18.3 | 0.348 | 1190 | 0.000144 | 201
2_1_floorplan | 1040 | - | 724 | 0.0000763 | 118
[final cells by class]
class | instances | area share
Inverter | 3 | 0.00898
Multi-Input combinational cell | 93 | 0.463
Tap cell | 46 | 0.0459
Timing Repair Buffer | 60 | 0.482
[power by group]
part	switching (W)	internal (W)	leakage, nW	total (W)
clock	0	0	0	0
sequential	0	0	0	0
combinational	0.0000640	0.0000872	0.540	0.000151
total	0.0000640	0.0000872	0.540	0.000151
Power and IR drop assume default switching activity.
