--- /design/flow/run.sh ---
#!/bin/bash
# OpenROAD 26Q1-2900-gdf79404cd8, Yosys 0.63+post, stock flow scripts
make -C /OpenROAD-flow-scripts/flow DESIGN_CONFIG=/design/flow/config.mk WORK_HOME=/design/flow/orfs finish
--- /design/flow/config.mk ---
export PLATFORM = sky130hd
export DESIGN_NAME = decode_ciruit
export DESIGN_NICKNAME = decode_ciruit
export VERILOG_FILES = /design/flow/design.v
export SDC_FILE = /design/flow/constraint.sdc
export NUM_CORES = 4
export LEC_CHECK = 1
export CORE_UTILIZATION = 40
--- /design/flow/design.v ---
module decode_ciruit #(parameter data_width=16,address_width=3)
(input wire clk 
,input wire reset
,input wire write_enable
,input wire [(data_width-1):0] write_data 
,input wire [(address_width-1):0] write_address
,input wire [(address_width-1):0] read_address1
,input wire [(address_width-1):0] read_address2
,output reg  [(data_width-1):0] read_data1
,output reg  [(data_width-1):0] read_data2  ) ;
reg [(data_width-1):0] array_reg [2**address_width-1:0];
integer i;
always @(posedge clk )
 begin
	if(reset)
	begin
		for(i=0; i<2**address_width; i=i+1) array_reg[i] = 0;
	end
	else if(write_enable)
		array_reg[write_address] =write_data ;
	 end
always @(*)
 begin
 read_data1 =array_reg[read_address1];
 read_data2 =array_reg[read_address2];
 end
endmodule
--- /design/flow/constraint.sdc ---
current_design decode_ciruit

set clk_period 5.5
set clk_io_pct 0.2

create_clock -name clk0 -period $clk_period [get_ports {clk}]

set non_clock_inputs [all_inputs -no_clocks]
set_input_delay [expr $clk_period * $clk_io_pct] -clock clk0 $non_clock_inputs
set_output_delay [expr $clk_period * $clk_io_pct] -clock clk0 [all_outputs]
==> impl_metrics.py <==
# Physical implementation metrics
metrics = {
    "final_layout": {
        "areaGrowthSynthToFinish_pct": 19.6,
        "utilization_pct": 49.6,
        "drive_above_1_share_pct": 20.3,
        "fin_cells": 713,
        "largest_reg_flops": 128,
    },
    "sta": {
        "hold-worst-slack_ns": 1.48,
        "max_freq_ghz": 0.232,
        "setup_slack_ns": 1.19,
        "drv_slew": 0,
        "rsz0062_at_grt": "false",
        "setup_tns_ns": 0,
        "setup_viol": 0,
        "max_slew.worst_pin.slew_ns": 0.968,
        "period_needed_ns": 4.31,
        "slew_headroom_pct": 35.5,
        "hold_violations": 0,
        "period_used_pct": 78.4,
    },
    "worst_setup_path": {
        "endpoint_kind": "primary output",
        "start_kind": "primary input",
        "cp.arrival_ns": 3.21,
        "worst-setup-path-type": "in -> out",
        "worstPathRequired_ns": 4.40,
        "crit_path_max_fanout": 14,
        "crit_start": "read_address1[2]",
    },
    "synth": {
        "numSynthFlops": 128,
        "top_area_share_pct": 55.1,
        "yosysSeqAreaShare_pct": 55.1,
        "yosys_area_sq_um": 6980,
        "netlist_instances": 430,
        "yosysTopAreaCell": "edfxtp_1",
        "synth_area_sq_um": 6980,
        "yosys_cells": 430,
        "area_leaders": "edfxtp_1 55%, mux4_1 23%, nor3_1 8.8%",
        "yosysWarnings": 1,
        "syn_avg_cell_area_sq_um": 16.2,
        "synth_cell_types": 18,
    },
    "power": {
        "vdd_ir_drop_max_uv": 200,
        "p_comb_share_pct": 12.9,
        "switching_share_pct": 21.4,
        "seq_power_share_pct": 45.1,
        "power.leakage_nw": 2.76,
        "power_density_nw_per_um2": 309,
        "clkPwrFrac_pct": 42.0,
        "p_sw_w": 0.000552,
        "internal-power_w": 0.00203,
    },
    "cts": {
        "clockBufferDepth": 2,
        "clock-sinks": 128,
        "clk_pin_slew_ns": 0.05,
        "h-tree-depth": 4,
        "root_buffer": "clkbuf_16",
        "cts_resized": 0,
        "tritoncts": "built",
        "cts_hold_buf": 0,
        "post-cts-setup-buffers": 0,
        "cts_buffers": 17,
    },
    "die": {
        "row_count": 47,
        "die-area_sq_um": 18000,
        "die_x_microns": 134,
        "initCoreUtil_pct": 41.5,
        "io_pins": 60,
        "die_h_microns": 134,
        "coreArea_sq_um": 16800,
    },
    "grt": {
        "grt_antenna_before_repair": 0,
        "grt_pass1_wl_mm": 24.5,
        "grt-ovfl-total": 0,
        "grt_pass1_vias": 4424,
        "grt_max_degree": 41,
        "grt.total_usage_pct": 20.2,
    },
    "hold_path": {
        "hold_path_startpoint": "write_data[14]",
        "hold_class": "in -> reg",
        "hold_end": "array_reg[4][14]",
        "holdPathStages": 3,
    },
    "drt": {
        "postRouteWirelength_mm": 16.0,
        "drt-initial-drc-count": 228,
        "drc": 0,
        "vias_per_cell": 5.81,
        "dr.pass1.iters": 4,
        "num_antenna_cells": 0,
        "antenna_left": 0,
        "routedWlPerCell_microns": 22.4,
        "vias": 4143,
    },
    "place": {
        "dp_hpwl_mm": 9.85,
        "pre_cts_slack_ns": 1.17,
        "dp_cells": 682,
        "portBuffers": 59,
        "place_congestion": 0.779,
    },
    "job": {
        "cap_violations": 0,
        "warning_count": 25,
    },
    "status": {
        "status": "completed",
    },
}
-- per-layer routing --
| metal | vias to the layer above | wire length [microns] | track usage, % |
|---|---|---|---|
| li1 | 1907 | - | - |
| met1 | 2026 | 5660 | 25.6 |
| met2 | 198 | 8270 | 32.7 |
| met3 | 12 | 1880 | 11.5 |
| met4 | 0 | 160 | 2.18 |
| met5 | - | 0 | 0 |
-- worst max-delay path, stage by stage --
cell,delay (ns)
clkdlybuf4s50_1,0.79
buf_4,0.32
mux4_1,0.30
mux2_2,0.28
clkdlybuf4s50_1,0.40
-- worst max path at each step --
stage / to / slack, ns / depth (start not counted)
after CTS: read_data1[2] / 1.17 / 5
after global routing: read_data1[3] / 1.11 / 5
final: read_data1[2] / 1.19 / 5
-- cell usage in the layout (no fill, tap or decap) --
cell and n:
edfxtp_1 128, nor3_1 122, mux4_1 62, clkdlybuf4s50_1 57, mux2_2 32, buf_4 20
clkinv_1 19, clkbuf_16 17, o21bai_2 8, nor3_2 6, clkinvlp_4 4, clkinv_2 3
bufinv_16 3, mux4_2 2, nand2b_1 2, buf_2 2, or3b_2 1, nand2_1 1
nand3b_1 1, or2_2 1, clkbuf_1 1, buf_12 1
-- cells in the mapped netlist --
library cell,instances
edfxtp_1,128
nor3_1,122
mux4_1,62
mux2_2,32
clkbuf_1,26
clkinv_1,16
buf_6,11
o21bai_1,8
buf_1,7
nor3_2,6
buf_2,2
clkbuf_2,2
mux4_2,2
nand2b_1,2
nand2_1,1
nand3b_1,1
or2_2,1
or3b_1,1
-- per-stage QoR --
| step | power, W | area (sq um) |
|---|---|---|
| after detailed placement | 0.00152 | 7760 |
| final | 0.00258 | 8340 |
| after global placement | 0.00151 | 7760 |
| after global routing | 0.00266 | 8340 |
| after CTS | 0.00260 | 8340 |
| after floorplan | 0.00136 | 6980 |
-- cells by family after synthesis --
logic type	synth area share (%)
AND/OR/NAND/NOR	10.2
flip-flops	55.1
multiplexers	29.2
buffers and inverters	4.70
AND-OR/OR-AND	0.861
-- final cells by class --
| cell class | count | area [sq um] |
|---|---|---|
| Multi-Input combinational cell | 238 | 2830 |
| Inverter | 16 | 60.1 |
| Sequential cell | 128 | 3840 |
| Fill cell | 1413 | 8480 |
| Tap cell | 220 | 275 |
| Clock buffer | 18 | 429 |
| Clock inverter | 13 | 146 |
| Timing Repair Buffer | 80 | 751 |
-- power by group through the flow --
stage	registers, W	logic [W]	clock network [W]
CTS	0.00116	0.000338	0.00110
global route	0.00117	0.000357	0.00114
finish	0.00116	0.000333	0.00108
No activity file was given, so power comes from the tool's default toggle rates.
